==> /design/flow/config.mk <==
export PLATFORM = sky130hd
export DESIGN_NAME = led
export DESIGN_NICKNAME = led
export VERILOG_FILES = /design/flow/design.v
export SDC_FILE = /design/flow/constraint.sdc
export NUM_CORES = 4
export LEC_CHECK = 1
export CORE_AREA = 10 10 106 106
export DIE_AREA = 0 0 116 116
==> /design/flow/constraint.sdc <==
current_design led

set clk_period 3.2
set clk_io_pct 0.2

create_clock -name clk0 -period $clk_period [get_ports {clk}]

set non_clock_inputs [all_inputs -no_clocks]
set_input_delay [expr $clk_period * $clk_io_pct] -clock clk0 $non_clock_inputs
set_output_delay [expr $clk_period * $clk_io_pct] -clock clk0 [all_outputs]
==> /design/flow/design.v <==
module led (input logic clk,
            input logic reset_n,
            output logic led0,
	         output logic led1);
logic [24:0] counter;
 always_ff @ (posedge clk or negedge reset_n)
    begin
        if (~reset_n)
			begin
            counter <= 0;
            led0 <=0;
	         led1 <=1;
			end
        else if (counter == 24_000_000)
			begin
            led0 <= (~led0);
            counter <= 0;
	         led1 <= (led0);
         end
		  else
			begin
            counter <= counter + 1;
			end
	end
endmodule:led
==> /design/flow/run.sh <==
#!/bin/bash
# OpenROAD 26Q1-2900-gdf79404cd8, Yosys 0.63+post, stock flow scripts
make -C /OpenROAD-flow-scripts/flow DESIGN_CONFIG=/design/flow/config.mk WORK_HOME=/design/flow/orfs finish
==> results.py <==
# Physical implementation metrics
metrics = {
    "worst_setup_path": {
        "cp.arrival_ps": 2170,
        "cpPeakStageDelay_ps": 450,
        "slowest_stage": "dfrtp_1",
        "worstSetupPathType": "reg -> reg",
        "worstPathRequired_ps": 3400,
        "crit_chain": "nor4bb_1 -> nand4_1 -> nor2_1 -> buf_4 -> mux2_2",
        "endpoint_kind": "flip-flop",
        "worstPathMaxFanout": 9,
        "path_delay_family": "simple AND/OR/NAND/NOR gates",
        "start_kind": "flip-flop",
        "critPathBufInv": 1,
    },
    "pwr": {
        "p_int_mw": 0.432,
        "netSwitchingPower_mw": 0.108,
        "peakVddDrop_mv": 0.230,
        "p_leak_nw": 0.615,
        "clockPowerShare_pct": 35.3,
        "seqPwrFrac_pct": 63.1,
        "comb_power_share_pct": 1.6,
        "switching_share_pct": 20.0,
        "p_per_area_nw_per_um2": 349,
    },
    "routing": {
        "antennaDiodeCount": 0,
        "wl_um": 2590,
        "drc": 0,
        "drt_pass1_iterations": 5,
        "via_per_inst": 3.91,
        "drtAntennaViolNets": 0,
        "wl_per_cell_um": 10.8,
        "drt_iter0_markers": 84,
        "vias": 943,
    },
    "placed_design": {
        "portBuffers": 3,
        "place.gp.congestion": 0.834,
        "post_dp_cell_area_um2": 1500,
        "place_inst": 237,
        "dp_hpwl_um": 1860,
        "pre_cts_ws_ps": 1240,
    },
    "cells_and_area": {
        "fin_area_um2": 1550,
        "syn2layout_area_growth_pct": 14.9,
        "layout-drive-gt1-share_pct": 7.52,
        "final_cells": 241,
    },
    "clock_tree": {
        "cts-htree-levels": 1,
        "clk_pin_slew_worst_paths_ps": 90,
        "clk_path_buf_depth": 2,
        "hold_buffers": 0,
        "cts_buffers": 3,
        "clock_latency_ps": 270,
        "cts_setup_buffers": 0,
        "cts_tree": "built",
        "cts_root_buf": "clkbuf_8",
        "cts_resized": 0,
        "cts.sinks": 27,
    },
    "logic_synthesis": {
        "synth.most_common_cell": "dfrtp_1",
        "synth_seq_share_pct": 50.2,
        "ys_top_cells_by_area": "dfrtp_1 (48%), xnor2_1 (8.4%), nand4_1 (4.6%)",
        "syn_area_um2": 1350,
        "yosys_area_um2": 1350,
        "synth_top_area_share_pct": 48.3,
        "ys.flop_type": "dfrtp_1",
        "ys_cells": 128,
        "top_area_cell": "dfrtp_1",
        "yosys_warnings": 1,
        "synth-edff-count": 0,
        "top_cells_by_count": "dfrtp_1 (26), nor2_1 (13), xnor2_1 (13)",
        "syn_area_per_cell_um2": 10.5,
        "yosys_register_bits": 27,
        "netlist_instances": 128,
        "yosysUniqueCellTypes": 34,
        "async_flop_share_pct": 100,
    },
    "global_route": {
        "grt_pass1_wl_um": 4540,
        "grt_pass1_vias": 953,
        "grt_overflow": 0,
        "antenna_found_initial": 0,
        "grtUsageTotal_pct": 4.03,
        "grt_max_degree": 28,
    },
    "final_timing": {
        "finalCriticalPeriod_ps": 1970,
        "fmax_ghz": 0.508,
        "skew_ps": 0.950,
        "slew_viol_final": 0,
        "relSlewSlack_pct": 66.7,
        "setup_viol": 0,
        "hold_viol": 0,
        "rsz0062_at_grt": "false",
        "tightestPinTransition_ps": 498,
        "setup_tns_ps": 0,
        "setup_ws_ps": 1230,
        "holdWs_ps": 498,
        "post-route-period-util_pct": 61.5,
    },
    "floorplan": {
        "die_y_um": 116,
        "initCoreUtil_pct": 15.2,
        "die_area_um2": 13500,
        "core-area_um2": 8850,
        "num_rows": 34,
        "chipWidth_um": 116,
        "io_pins": 4,
    },
    "flow_run": {
        "drv_cap": 0,
        "warning_count": 26,
    },
    "hold_path": {
        "hp-class": "reg -> reg",
    },
    "status": {
        "status": "completed",
    },
}
metrics by stage:
stage               utilization, %  power [mW]
floorplan                        -       0.348
CTS                           17.5       0.549
finish                        17.5       0.540
global route                  17.5       0.567
global placement              17.0       0.357
detailed placement            17.0       0.357
layer usage:
layer | share of wire (%) | up-vias | wire length [um] | global-route usage, %
met5 | 0 | - | 0 | 0
li1 | - | 474 | - | -
met3 | 5.7 | 4 | 148 | 1.10
met2 | 39 | 27 | 1010 | 5.38
met4 | 0.96 | 0 | 25 | 0.584
met1 | 54 | 438 | 1410 | 6.39
cell families after synthesis:
kind of cell,count (synthesis),synth area share (%)
buf+inv,10,3.43
flops,27,50.2
mux,3,2.32
simple gates,59,26.5
compound gates,9,3.99
fa+ha+maj,2,1.86
xor+xnor,18,11.7
state kept, by name, indices dropped and copies added, names as in the netlist:
signal,flops
counter,25
led0,1
led1,1
layout make-up:
cell class | instances | area [um^2]
multi-input cells | 91 | 624
repair buffers | 5 | 45.0
clock buffers | 4 | 45.0
fillers | 988 | 7300
flip-flops and latches | 27 | 677
well taps | 108 | 135
inverters | 6 | 22.5
layout by cell type (no fill, tap or decap), types with 2 or more instances in the layout:
cell type	Yosys	final
nor3_1	6	6
ha_1	2	2
xor2_1	5	5
clkdlybuf4s50_1	0	3
clkbuf_8	0	3
inv_1	6	6
and3_1	2	2
buf_4	0	2
a21oi_1	4	4
nor2_1	13	13
mux2i_1	2	2
nand4_1	10	10
xnor2_1	13	13
nand3_1	5	5
nor4_1	4	4
and4_1	5	5
dfrtp_1	26	26
a31oi_1	2	2
nand2_1	5	5
power by group through the flow:
stage / Clock [mW] / Combinational, mW / Sequential, mW
5_1_grt: 0.216 / 0.0103 / 0.341
6_report: 0.191 / 0.00850 / 0.341
4_1_cts: 0.199 / 0.00935 / 0.341
worst paths after layout:
check | from | end | slack (ps) | depth (start not counted)
worst max register to register | counter[5]$_DFF_PN0_ | led1$_DFFE_PN1N_ | 1230 | 5
min in group asynchronous | reset_n | counter[6]$_DFF_PN0_ | 740 | 2
max in group asynchronous | reset_n | led1$_DFFE_PN1N_ | 2150 | 2
worst min-delay path | led0$_DFFE_PN0N_ | led0$_DFFE_PN0N_ | 500 | 1
worst min register to register | led0$_DFFE_PN0N_ | led0$_DFFE_PN0N_ | 500 | 1
worst max-delay path | counter[5]$_DFF_PN0_ | led1$_DFFE_PN1N_ | 1230 | 5
worst register-to-register path, delay by kind of cell, from the launching register on:
| family | cells | cell delay [ps] |
|---|---|---|
| flops | 1 | 450 |
| buf+inv | 1 | 260 |
| mux | 1 | 340 |
| simple gates | 3 | 860 |
Power is estimated from default activity; no workload was simulated.
